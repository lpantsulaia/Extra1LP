==> flow/design.v <==
`timescale 1ns / 1ps
module Extra1LP(
     input clk,
    input [31:0] A_in,
    input [31:0] B_in,
    input [31:0] C_in,
    output [35:0] Q
    );
     reg [35:0] result;
     reg [31:0] A, B, C, Cdelay1, Cdelay2;
	  reg [31:0] res1;
	  reg [31:0] res2;
     always @(posedge clk)
     begin
         A<= A_in; 
         B<= B_in;
         C<= C_in;
			res1 <= A+B<<2;
			Cdelay1<=C;
			result<=res1+Cdelay1;
     end
     assign Q = result; 
endmodule
==> flow/run.sh <==
#!/bin/bash
# OpenROAD 26Q1-2900-gdf79404cd8, Yosys 0.63+post, stock flow scripts
make -C /OpenROAD-flow-scripts/flow DESIGN_CONFIG=/design/flow/config.mk WORK_HOME=/design/flow/orfs finish
==> flow/config.mk <==
export PLATFORM = sky130hd
export DESIGN_NAME = Extra1LP
export DESIGN_NICKNAME = Extra1LP
export VERILOG_FILES = /design/flow/design.v
export SDC_FILE = /design/flow/constraint.sdc
export NUM_CORES = 4
export LEC_CHECK = 1
export CORE_UTILIZATION = 50
==> flow/constraint.sdc <==
current_design Extra1LP

set clk_period 8.6
set clk_io_pct 0.2

create_clock -name clk0 -period $clk_period [get_ports {clk}]

set non_clock_inputs [all_inputs -no_clocks]
set_input_delay [expr $clk_period * $clk_io_pct] -clock clk0 $non_clock_inputs
set_output_delay [expr $clk_period * $clk_io_pct] -clock clk0 [all_outputs]
==> Changelog: implementation <==
### Physical design

- GR Util met1: between 20% and 30%
- Post_cts resized: 0
- Synth unique cells: 67
- Post-synth mux share: 0.289%
- Final cell count without fillers: roughly 940
- Vias: approximately 4800
- M2 GR Usage: between 20% and 30%
- Root Driver: clkbuf_16
- Synthesized area per cell: ~11 um2
- Final hold vios: 0
- Largest net degree at the start of global routing: 17
- Sequential area share after synthesis: a little over half
- #FFs+latches synth: roughly 190
- CP max FO: 1
- GR Overflow Total: 0
- Cell accounting for the most synthesized area: dfxtp_1
- Post-synth tally of flip-flops with integrated enable: 0
- RSZ-0062 raised after global routing: false
- Max-capacitance violation count: 0
- Antenna-violating nets left: 0
- Drt drc: 0
- Setup TNS: 0 ns
- Initial drt markers: 251
- Gr usage total: between 10% and 20%
- Fraction of registers with async set/reset: 0%
- Vias/cell: ~5.1
- Synth top area share: between 50% and 60%
- Comb area leader: AND-OR/OR-AND gates
- Critical path required time: between 6 and 7 ns
- Clock sink count: roughly 190
- Clk slew on worst S/H paths: approximately 0.07 ns
- # IOs: between 100 and 150
- Die width: ~120 um
- Pleak: 3.72 nW
- CP Class: register to primary output
- CP endpoint kind: primary output
- CP max stage cell: clkdlybuf4s50_1
- Synth top cells by count: 187 x dfxtp_1, 59 x ha_1, 51 x a21oi_1, 38 x nand2_1, 31 x xnor2_1
- Dpl cells: between 900 and 1000
- FP Core Util: approximately 52%
- Number of diodes: 0
- Pre-CTS WS: around 6.0 ns
- Wire length per cell: roughly 13 um
- Aoi share: about 16%
- Most common cell in the netlist: dfxtp_1
- Crit path buf inv count: 1
- CORE AREA: 13400 um2
- Xor+xnor area frac: 6.70%
- Initial antenna violation count: 0
- Design area: 8860 um2
- Pins Over Slew Limit: 0
- Worst VDD drop: between 0.15 and 0.2 mV
- Full die area: 14300 um2
- Final period utilization: between 30% and 40%
- HP Class: register to register
- # H-tree levels: 4
- CP Launch Type: register
- PnR worst setup slack: between 5 and 6 ns
- Skew final: 0.00688 ns
- First-pass GRT wire length: approximately 20000 um
- Log Warnings: 30
- Status: finished clean
- Num CTS Buffers: 17
- Number of port buffers: 125
- Yosys cell count: 625
- Fmax: 344 MHz
- Synth warn: 1
- Vias in the first global route: about 4400
- Synthesis area per yosys: around 6900 um2
- Post-DP HPWL: approximately 9500 um
- Fraction of layout cells with a size suffix above 1: 6.57%
- Yosys adder share: 11.2%
- Final Setup Violations: 0
- Clk latency late pin: 0.42 ns
- Global Route met3 Usage: around 4.2%
- CTS tree: yes
- Gpl congestion: around 0.83
- Hold Buf Count CTS: 0
- Area after DPL: ~8300 um2
- Post-CTS Setup Inserts: 0
- WL final: around 12000 um
- Simple Share, Synth: 9.26%
- PwrDens: roughly 270 nW/um2
- Row Count: ~42
- Busiest grt layer: met1
- Synthesized area: between 6000 and 7000 um2
- Cell area leaders: dfxtp_1 54%, ha_1 11%, xnor2_1 3.9%, a21oi_1 3.7%, xor2_1 2.8%
- Tmin final: a little under 3 ns
- Area Overhead vs Synth: 27.9%
- Crit path cell chain: clkdlybuf4s50_1
- Drt pass-1 iters: 4
- Post-synth top flop: dfxtp_1
- Cells after Synth: approximately 630
- Clock tree buffer depth: 2
- CP delay by family, top: buffers and inverters
- Hold Slack: roughly 0.33 ns
- Die Height: 120 um
- Crit path arrival time: ~1.2 ns
- Crit path largest cell delay: between 0.4 and 0.5 ns
worst reg2reg max path, stage by stage, from the launching register on:
cell       delay [ns]
dfxtp_1          0.30
ha_1             0.24
fa_1             0.43
a21oi_2          0.20
nor3b_2          0.08
o211ai_2         0.29
o311ai_4         0.19
a2111oi_4        0.43
o221ai_2         0.15
xor2_1           0.16
power breakdown:
group / switching, mW / total [mW] / internal (mW)
clock: 0.316 / 0.726 / 0.410
combinational: 0.269 / 0.601 / 0.332
sequential: 0.0379 / 1.04 / 1.00
total: 0.623 / 2.37 / 1.74
placed cells by master, fill, tap and decap left out, types with 6 or more instances in the layout:
cell	n
xnor2_1	31
ha_1	59
nor2_1	25
nor3_1	7
nand4_1	12
xor2_1	22
a21o_1	17
nor2b_1	9
dfxtp_1	187
o21ai_0	20
inv_1	9
clkdlybuf4s50_1	125
a21oi_1	51
nand2_1	38
clkbuf_16	17
o21a_1	6
o21ai_1	7
a21oi_2	6
a31oi_1	9
nand3_1	15
area by class of cell:
type	count	area [um2]
clock buffers	20	447
clock inverters	11	110
fillers	1016	4540
inverters	9	33.8
multi-input cells	409	3060
flip-flops and latches	187	3740
well taps	176	220
repair buffers	125	1250
state kept, by name, summed over array words and instances, names as in the netlist:
name and count:
A 30, B 30, C 32, Cdelay1 32
res1 30, result 33
metrics by stage:
step / util [%] / power (mW)
2_1_floorplan: - / 1.40
4_1_cts: 66.1 / 2.39
3_5_place_dp: 62.0 / 1.66
5_1_grt: 66.1 / 2.51
3_3_place_gp: 62.0 / 1.66
6_report: 66.1 / 2.37
layer usage:
layer / vias to the layer above / part of all wire (%)
li1: 2484 / -
met1: 2122 / 51
met2: 133 / 42
met3: 11 / 5.8
met4: 0 / 1.2
met5: - / 0
logic make-up after synthesis:
| logic type | count (synthesis) |
|---|---|
| flops | 187 |
| compound gates | 162 |
| simple gates | 128 |
| fa+ha+maj | 61 |
| xor+xnor | 53 |
| buf+inv | 31 |
| mux | 2 |
| other cells | 1 |
final timing paths:
kind                                 start    endpoint  slack, ns  cells past startpoint
worst max-delay path             result[0]        Q[0]       5.70                      1
worst min-delay path                  C[5]  Cdelay1[5]       0.33                      0
worst max register to register  Cdelay1[2]  result[30]       6.02                      9
worst min register to register        C[5]  Cdelay1[5]       0.33                      0
Power figures rest on the tool's default switching activity, not on a simulated workload.
